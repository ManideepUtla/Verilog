==> ./design.v <==
`timescale 1ns / 1ps
module DataMemory #(parameter size = 256) (clock, write, read, input_address, input_data, output_data);
input clock, write, read;
input [63 : 0] input_address, input_data;
output[63 : 0] output_data;
integer i;
reg [7 : 0] memory [0 : size - 1];
assign output_data = read ? {
	memory[input_address + 7],
	memory[input_address + 6],
	memory[input_address + 5],
	memory[input_address + 4],
	memory[input_address + 3],
	memory[input_address + 2],
	memory[input_address + 1],
	memory[input_address + 0]
} : 64'bz;
initial begin
	for(i = 0; i < size - 1; i = i + 1)
		memory[i] = 7;
end
always @ (posedge clock) begin
	if(write) begin
		memory[input_address + 7] = input_data[63 : 56];
		memory[input_address + 6] = input_data[55 : 48];
		memory[input_address + 5] = input_data[47 : 40];
		memory[input_address + 4] = input_data[39 : 32];
		memory[input_address + 3] = input_data[31 : 24];
		memory[input_address + 2] = input_data[23 : 16];
		memory[input_address + 1] = input_data[15 : 8];
		memory[input_address + 0] = input_data[7 : 0];
	end
end
endmodule
==> ./run.sh <==
#!/bin/bash
# OpenROAD 26Q1-2900-gdf79404cd8, Yosys 0.63+post, stock flow scripts
make -C /OpenROAD-flow-scripts/flow DESIGN_CONFIG=/design/flow/config.mk WORK_HOME=/design/flow/orfs finish
==> ./config.mk <==
export PLATFORM = sky130hd
export DESIGN_NAME = DataMemory
export DESIGN_NICKNAME = DataMemory
export VERILOG_FILES = /design/flow/design.v
export SDC_FILE = /design/flow/constraint.sdc
export NUM_CORES = 4
export LEC_CHECK = 1
export CORE_UTILIZATION = 50
==> ./constraint.sdc <==
current_design DataMemory

set clk_period 87.0
set clk_io_pct 0.2

create_clock -name clk0 -period $clk_period [get_ports {clock}]

set non_clock_inputs [all_inputs -no_clocks]
set_input_delay [expr $clk_period * $clk_io_pct] -clock clk0 $non_clock_inputs
set_output_delay [expr $clk_period * $clk_io_pct] -clock clk0 [all_outputs]
==> flow_metrics.env <==
# yosys + openroad results
export IMPL_cts_buffers=284
export IMPL_postSynthAreaPerCell_um2=8.60
export IMPL_grt_pass1_vias=418492
export IMPL_grt_max_degree=110
export IMPL_edf_count=2048
export IMPL_numSynthFlops=2048
export IMPL_h_tree_depth=5
export IMPL_yosysTopAreaCell="mux4_2"
export IMPL_root_buffer="clkbuf_16"
export IMPL_postSynth_asyncResetShare=0
export IMPL_post_cts_buffers=0
export IMPL_floorplan_core_util=0.502
export IMPL_yosys_warnings=2
export IMPL_common_cells="3526 x clkbuf_1, 3255 x nor2_1, 3138 x nand2_1"
export IMPL_ys_area_mm2=0.296
export IMPL_yosys_cell_count_top_type="clkbuf_1"
export IMPL_error="[ERROR GRT-0116] Global routing finished with congestion. Check the congestion regions in the DRC Viewer."
export IMPL_dp_hpwl_um=2130000
export IMPL_place_gp_congestion=1.57
export IMPL_synthesis_area_mm2=0.296
export IMPL_grt_usage=1.07
export IMPL_cts_num_sinks=2048
export IMPL_portBuffers=137
export IMPL_top_area_frac=0.233
export IMPL_cts_repair_resized=0
export IMPL_grt_pass1_wl_um=4120000
export IMPL_yosys_top_cells_area="mux4_2 23%, edfxtp_1 21%, a21oi_1 5.3%"
export IMPL_cts_hold_buf=0
export IMPL_yosysUniqueCellTypes=109
export IMPL_synth_seq_share=0.208
export IMPL_grt_overflow=43463
export IMPL_die_h_um=771
export IMPL_synthCells=34378
export IMPL_synth_stat_cells=34378
export IMPL_ff_type="edfxtp_1"
export IMPL_lastStage="5_1_grt"
export IMPL_outcome="stopped before the end"
export IMPL_row_count=282
export IMPL_cts_buffer_depth=4
export IMPL_boundaryPins=195
export IMPL_die_width_um=771
-- cells by family after synthesis --
kind of cell,Yosys count,share of synthesized area
adder cells (fa/ha/maj),15,0.000634
XOR/XNOR,41,0.00142
multiplexers,4549,0.283
flip-flops,2048,0.208
AND-OR/OR-AND,13374,0.299
AND/OR/NAND/NOR,9947,0.148
buffers and inverters,4404,0.0593
-- layer usage --
metal | GRT usage | GRT overflow
met2 | 1.11 | 17825
met3 | 1.05 | 7776
met5 | 1.00 | 958
met1 | 1.05 | 9429
met4 | 1.06 | 7475
-- metrics by stage --
step	instance area, um2	setup slack [ns]	cells
after floorplan	296000	47.35	34378
after global placement	313000	44.17	40463
after detailed placement	313000	44.05	40463
after CTS	322000	44.04	40978
