**flow/config.mk**
```make
export PLATFORM = sky130hd
export DESIGN_NAME = Register
export DESIGN_NICKNAME = Register
export VERILOG_FILES = /design/flow/design.v
export SDC_FILE = /design/flow/constraint.sdc
export NUM_CORES = 4
export LEC_CHECK = 1
export CORE_AREA = 10 10 111 111
export DIE_AREA = 0 0 121 121
```
**flow/constraint.sdc**
```tcl
current_design Register

set clk_period 1.0
set clk_io_pct 0.2

create_clock -name clk0 -period $clk_period [get_ports {clock}]

set non_clock_inputs [all_inputs -no_clocks]
set_input_delay [expr $clk_period * $clk_io_pct] -clock clk0 $non_clock_inputs
set_output_delay [expr $clk_period * $clk_io_pct] -clock clk0 [all_outputs]
```
**flow/design.v**
```verilog
`timescale 1ns / 1ps
module Register #(parameter n=64)(clock,reset,new_output,old_output);
input clock;
input reset;
input [n-1:0]new_output;
output reg [n-1:0]old_output;
always @(posedge clock )
begin
if (reset==1)
    old_output=0;
else
    old_output=new_output;
end
endmodule
```
**flow/run.sh**
```bash
#!/bin/bash
# OpenROAD 26Q1-2900-gdf79404cd8, Yosys 0.63+post, stock flow scripts
make -C /OpenROAD-flow-scripts/flow DESIGN_CONFIG=/design/flow/config.mk WORK_HOME=/design/flow/orfs finish
```
==> ci_impl_report.md <==
## Implementation flow summary

| Metric | Value |
|---|---|
| Synth Instances | `135` |
| Critical path, cell by cell | `buf_2` |
| # diodes | `0` |
| Ys Warns | `1` |
| Bufs on Longest Clock Path | `2` |
| Post-Route WL | `5450 um` |
| YS chip area | `about 1900 um^2` |
| Area grow syn2layout | `68.1%` |
| Max stage delay cell, worst path | `dfxtp_2` |
| Crit path max-delay family | `flip-flops` |
| DRT Pass-1 Iters | `3` |
| Die ar. | `around 15000 um^2` |
| CTS HTree Levels | `3` |
| Hold Crit Depth | `2` |
| Final hold violation count | `0` |
| Root Buffer | `clkbuf_8` |
| Core region area | `9860 um^2` |
| Min cycle time layout | `about 950 ps` |
| Worst Path Arrival | `750 ps` |
| CTS Buf Count | `9` |
| Logic area | `around 550 um^2` |
| Worst-path maximum fanout | `1` |
| Clock transition at path regs | `around 70 ps` |
| Period Utilization, post-route | `95.3%` |
| Biggest area cells | `dfxtp_1, nor2b_2, buf_6, buf_8, nor2b_1` |
| Vias after detailed routing | `1363` |
| Register area share after synthesis | `66.8%` |
| Postcts setup bufs | `0` |
| Port bufs | `129` |
| Setup WS pre-CTS | `-13.1 ps` |
| Setup WS post-layout | `47.1 ps` |
| Leak | `1.43 nW` |
| Hold_buf cts | `0` |
| Post-route DRC | `0` |
| Die height | `121 um` |
| CP bufs+invs | `1` |
| Overflow after GRT | `0` |
| Worst Min Path Start | `reset` |
| Dominant register cell | `dfxtp_1` |
| FP Rows | `36` |
| Initial antenna violation count | `0` |
| Post-route cell area | `around 3200 um^2` |
| Status | `complete, no violations` |
| Max-capacitance violation count | `0` |
| Ys flops | `64` |
| Layout cells sized above 1 | `54.3%` |
| OpenROAD warning count | `26` |
| Final setup viols | `0` |
| ANT nets after route | `0` |
| Post-Syn Area | `around 1900 um^2` |
| Layout fillers | `around 1.0k` |
| Max Slew Vio Count | `0` |
| Max-area cell share | `66.8%` |
| First-pass GRT wire length | `8050 um` |
| Critical Path End Type | `output pin` |
| Fp_density | `19.4%` |
| WL per Instance | `13.3 um` |
| Chip Width | `roughly 120 um` |
| WHS | `200 ps` |
| Number of flip-flops in the largest register | `64` |
| Gr usage total | `under 10%` |
| Post-DP HPWL | `4210 um` |
| Synth async-reset ratio | `0%` |
| Yosys top cell by area | `dfxtp_1` |
| Worst Tran Pin Value | `between 200 and 250 ps` |
| Clock sinks | `~64` |
| Count leader, synth | `dfxtp_1` |
| Pin count of the biggest net entering global routing | `19` |
| Post-DR vias/cell | `3.32` |
| Number of enable flip-flop cells | `0` |
| Fmax | `1.05 GHz` |
| Hold EP | `old_output[60]` |
| Rel. slew slack | `86.0%` |
| RSZ-0062 raised after global routing | `yes` |
| Placer Congestion | `around 0.74` |
| Worst vdd ir | `0.547 mV` |
| WS Path Type | `reg -> out` |
| Post-synthesis area per instance | `14.2 um^2` |
| Number of global-route vias before repair | `1406` |
| DR iter-0 viols | `approximately 51` |
| Placed inst area | `3340 um^2` |
| Crit path largest cell delay | `310 ps` |
| CTS tree | `yes` |
| CP Launch Type | `flip-flop` |
| Worst min-delay path class | `in -> reg` |
| Library cells used by synthesis | `5` |
| Most instantiated cells after synthesis | `dfxtp_1, nor2b_2, buf_6` |
| Sequential cell area | `1290 um^2` |
| Ys cells | `135` |
| Critical Path RT | `~800 ps` |
| IO Count | `between 100 and 150` |
| Pwr Density | `1680 nW/um^2` |
## power by group
part	internal, mW	switching, mW
Sequential	2.69	0.0257
Clock	1.19	0.943
Combinational	0.421	0.144
## what timing repair did
item	4_1_cts	5_1_grt
pin swaps	0	0
gates resized	206	2
endpoints found under the setup margin	64	4
## how the worst max path moves through the flow
| stage | startpoint | endpoint | slack [ps] | depth (start not counted) |
|---|---|---|---|---|
| 4_1_cts | old_output[39] | old_output[39] | 9 | 1 |
| 5_1_grt | old_output[30] | old_output[30] | -9 | 1 |
| 6_report | old_output[30] | old_output[30] | 50 | 1 |
## cell families after synthesis
group	count (synthesis)	synth area share, %
buffers and inverters	7	4.50
DFF	64	66.8
and+or+nand+nor	64	28.7
## through the flow
step | instances | total power, mW | util (%) | TNS (ps)
after floorplan | 135 | 2.94 | - | 0
after global placement | 396 | 3.48 | 33.9 | -10.3
after detailed placement | 396 | 3.48 | 33.9 | -13.1
after CTS | 411 | 5.55 | 32.6 | 0
after global routing | 411 | 5.74 | 32.7 | -10.0
final | 411 | 5.42 | 32.7 | 0
## metal layers
layer  share of wire (%)  GRT usage [%]  up-vias
met2                  42           9.76       87
met4                0.50           1.06        0
li1                    -              -      680
met1                  43           9.24      594
met3                  15           5.01        2
met5                   0              0        -
## layout make-up
| cell class | instances | share of cell area (%) |
|---|---|---|
| clock buffers | 11 | 4.38 |
| clock inverters | 4 | 1.40 |
| multi-input cells | 64 | 17.1 |
| flip-flops and latches | 64 | 40.0 |
| well taps | 133 | 5.16 |
| repair buffers | 135 | 32.0 |
## cell usage in the layout, fill, tap and decap left out
cell type,count
bufinv_16,1
clkinv_2,3
clkbuf_8,10
buf_12,1
clkbuf_1,1
dfxtp_1,58
nor2b_1,4
dfxtp_2,6
buf_2,63
buf_4,6
clkdlybuf4s50_1,64
nor2b_2,60
buf_6,1
Power and IR drop assume default switching activity.
