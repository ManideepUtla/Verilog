**design/flow/constraint.sdc**
```tcl
current_design RegisterBank

set clk_period 11.1
set clk_io_pct 0.2

create_clock -name clk0 -period $clk_period [get_ports {clock}]

set non_clock_inputs [all_inputs -no_clocks]
set_input_delay [expr $clk_period * $clk_io_pct] -clock clk0 $non_clock_inputs
set_output_delay [expr $clk_period * $clk_io_pct] -clock clk0 [all_outputs]
```
**design/flow/design.v**
```verilog
`timescale 1ns / 1ps
module RegisterBank(clock, write,input_address_1, input_address_2, input_address_3, input_data,output_data_1, output_data_2);
input clock;
input write;
input [4 : 0] input_address_1, input_address_2, input_address_3;
input [63 : 0] input_data;
output[63 : 0] output_data_1, output_data_2;
reg [63 : 0] registers [0 : 31];
assign output_data_1 = registers[input_address_1];
assign output_data_2 = registers[input_address_2];
integer i;
initial begin
	for(i = 0; i < 32; i = i + 1)
		registers[i] = 0;
	registers[31] = 3;
end
always @ (posedge clock) begin
	if(write)
		registers[input_address_3] = input_data;
end
endmodule
```
**design/flow/run.sh**
```bash
#!/bin/bash
# OpenROAD 26Q1-2900-gdf79404cd8, Yosys 0.63+post, stock flow scripts
make -C /OpenROAD-flow-scripts/flow DESIGN_CONFIG=/design/flow/config.mk WORK_HOME=/design/flow/orfs finish
```
**design/flow/config.mk**
```make
export PLATFORM = sky130hd
export DESIGN_NAME = RegisterBank
export DESIGN_NICKNAME = RegisterBank
export VERILOG_FILES = /design/flow/design.v
export SDC_FILE = /design/flow/constraint.sdc
export NUM_CORES = 4
export LEC_CHECK = 1
export CORE_UTILIZATION = 30
```
==> Changelog: implementation <==
## Implementation

- Die area: 316,000 µm²
- Setup bufs post-CTS: 0
- YS warnings: 1
- Clock H-tree levels: 4
- P_int: 13.0 mW
- First-pass GRT wire length: 425 mm
- Met3 wire len: 61.3 mm
- WL final: 300 mm
- DIE WIDTH: 562 µm
- Hpwl dp: 177 mm
- DRC viols: 0
- Antenna Violating Nets Remaining: 0
- Top cells excl fill/tap: edfxtp_1, mux4_2, mux2i_1
- Via density: 5.57
- Type of the most critical hold path: in2reg
- Period Utilization, post-route: 73.8%
- Synth-to-layout area growth: 15.3%
- Initial antenna violation count: 21
- Max Fclk: 122 MHz
- Worst Path Arrival: 5970 ps
- Min cycle time layout: 8190 ps
- Setup TNS: 0 ps
- Initial DRC count: 3,454
- Hold buffers post-CTS: 0
- Net switching power: 3.83 mW
- Max_cap viols: 0
- Per-cell routed wire length: 33.4 µm
- Root Driver: clkbuf_16
- Synth flops: 2,048
- Highest metal used: met5
- Setup WS pre-CTS: 2610 ps
- Clock power share: 39.3%
- Final Wtd Congestion: 0.862
- Global router's overall resource usage: 20.6%
- Yosys chip area: 94,100 µm²
- Worst Tran Pin Value: 1270 ps
- Leak pwr: 33.8 nW
- WHS: 2170 ps
- Critical path class: in2out
- Layout cells sized above 1: 35.5%
- Status: finished clean
- Die Height: 562 µm
- Metal1 wirelength: 88.0 mm
- PwrDens: 155 nW/µm²
- Final hold vios: 0
- Mean Syn Cell Area: 21.8 µm²
- # Cells Yosys: 4,313
- Longest Clk Path Bufs: 4
- Sw frac: 22.8%
- Grt ovf: 0
- Number of global-route vias before repair: 57.5k
- I/O pins: 209
- Critical Path Start Type: input port
- Setup WS post-layout: 2910 ps
- Fp_density: 30.2%
- Post-layout util: 34.8%
- # rows: 205
- Combinational power share: 9.3%
- Final Max Tran Viols: 0
- Most used logic cell in the final layout: edfxtp_1
- Drt first pass iters: 7
- RSZ-0062 raised after global routing: no
- TritonCTS clock tree: done
- WL met2: 139 mm
- Resized cells post-CTS: 0
- TritonCTS Buffers: 205
- Seq share, synth: 65.4%
- Gate Count Post-Synth: 4,313
- Port bufs: 208
- Pin count of the biggest net entering global routing: 91
- Crit end category: primary output
- Number of flip-flops in the largest register: 2,048
- Synth Cell Area: 94,100 µm²
- Fillers: 28.6k
- Max VDD drop: 0.117 mV
- Clk sinks: 2,048
- Crit-path max FO: 55
- Cells after DPL: 8,606
- Number of OpenROAD warnings: 26
- Core ar.: 312,000 µm²
- Vias: 50.0k
- Synth unique cells: 38
- Critical Path RT: 8880 ps
- Final setup vio count: 0
- Reg power frac: 51.4%
- Max-Slew Margin vs Limit: 15.3%
- Layout Cells excl Fill: 8,976
- Clock slew at reported path FFs: 70 ps
cells in the mapped netlist, drive strengths merged:
cell     number  share of area, %
edfxtp     2048                65
mux4       1039                25
mux2i       362               3.9
buf         255               1.6
a221oi       93              0.87
clkbuf       92              0.37
nand2        87              0.35
mux2         56              0.67
nor2         46              0.18
a32o         38              0.40
o22ai        38              0.25
a22o         33              0.31
o21a         22              0.18
nor2b        19              0.13
a22oi        18              0.14
a211oi        6             0.048
and2          5             0.033
nand3b        5             0.040
a2111oi       4             0.037
a211o         4             0.037
a21o          4             0.032
a21oi         4             0.021
a32oi         4             0.037
and3          4             0.027
nand2b        4             0.027
nor4          4             0.027
o221ai        4             0.037
o41ai         4             0.037
or3b          3             0.028
nand3         2             0.011
or2           2             0.013
or3           2             0.013
clkinv        1            0.0040
nor3          1            0.0053
cell families after synthesis:
group	after synthesis	synth area share, %
buffers and inverters	348	1.94
AND/OR/NAND/NOR	184	0.880
flip-flops	2048	65.4
multiplexers	1457	29.4
AND-OR/OR-AND	276	2.44
cell type report:
type,count,area [µm²],share of cell area (%)
diodes,10,25.0,0.0231
clock buffers,248,5400,4.97
clock inverters,112,768,0.708
inverters,1,11.3,0.0104
multi-input cells,1917,31100,28.7
flip-flops and latches,2048,61500,56.7
well taps,4140,5180,4.77
repair buffers,500,4520,4.17
through the flow:
stage          area, µm²  power [mW]
2_1_floorplan      94100        9.66
3_3_place_gp      102000        10.4
3_5_place_dp      102000        10.4
4_1_cts           108000        16.9
5_1_grt           108000        17.3
6_report          109000        16.8
worst max-delay path, cell delays in order:
cell             delay (ps)
buf_8                   460
buf_12                  430
buf_4                   660
mux4_2                  360
nand2_1                  50
a32o_1                  280
a221oi_1                630
clkdlybuf4s50_1         620
layer usage:
metal  global-route usage (%)  vias to the layer above
li1                         -                    19900
met1                     20.6                    25400
met2                     30.4                     4090
met3                     19.0                      537
met4                     5.38                       37
met5                     2.29                        -
final timing paths:
path | start | endpoint | slack, ps | depth (start not counted)
hold / removal | input_data[42] | registers[8][42] | 2170 | 2
setup / recovery | input_address_2[0] | output_data_2[33] | 2910 | 8
power groups by stage:
stage / registers, mW / clock network (mW) / logic (mW)
after CTS: 8.64 / 6.70 / 1.58
after global routing: 8.65 / 7.00 / 1.67
final: 8.64 / 6.60 / 1.56
No activity file was given, so power comes from the tool's default toggle rates.
